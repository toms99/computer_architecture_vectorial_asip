<file path="./run.sh">
#!/bin/bash
# OpenROAD 26Q1-2900-gdf79404cd8, Yosys 0.63+post, stock flow scripts
make -C /OpenROAD-flow-scripts/flow DESIGN_CONFIG=/design/flow/config.mk WORK_HOME=/design/flow/orfs finish
</file>
<file path="./config.mk">
export PLATFORM = sky130hd
export DESIGN_NAME = regFile
export DESIGN_NICKNAME = regFile
export VERILOG_FILES = /design/flow/design.v
export SDC_FILE = /design/flow/constraint.sdc
export NUM_CORES = 4
export LEC_CHECK = 1
export CORE_UTILIZATION = 50
</file>
<file path="./constraint.sdc">
current_design regFile

set clk_period 1.2
set clk_io_pct 0.2

create_clock -name clk0 -period $clk_period [get_ports {clk}]

set non_clock_inputs [all_inputs -no_clocks]
set_input_delay [expr $clk_period * $clk_io_pct] -clock clk0 $non_clock_inputs
set_output_delay [expr $clk_period * $clk_io_pct] -clock clk0 [all_outputs]
</file>
<file path="./design.v">
module logic_decoder #(parameter in=4, parameter out=16) (
    input [in-1:0] sel,
    output [out-1:0] data_out
);
    logic [out-1:0] decoded;
    genvar i;
    generate
        for (i = 0; i < out; i = i + 1) begin : DECODE_LOOP
            assign decoded[i] = (i == sel);
        end
    endgenerate
    assign data_out = decoded;
endmodule
module register #
(
    parameter N = 16  
)
(
    input clk,
    input reset,
    input [N-1:0] data_in,
    output [N-1:0] data_out
);
    reg [N-1:0] my_register;  
    always @(posedge clk or posedge reset) begin
        if (reset) begin
            my_register <= 0;  
        end
        else begin
            my_register <= data_in;  
        end
    end
    assign data_out = my_register;  
endmodule
module register_en #
(
    parameter N = 16  
)
(
    input clk,
    input reset,
	 input enable,
    input [N-1:0] data_in,
    output [N-1:0] data_out
);
    reg [N-1:0] my_register;  
    always @(negedge clk or posedge reset) begin
        if (reset) begin
            my_register <= 0;  
        end
        else begin
				if (enable)  my_register <= data_in;  
        end
    end
    assign data_out = my_register;  
endmodule
module vector_extender #(parameter vectorSize = 4, parameter dataSize = 16) (
    input [dataSize-1:0] inData,
    output [vectorSize-1:0] [dataSize-1:0] outData
);
    generate
        genvar i;
        for (i = 0; i < vectorSize; i = i + 1) begin : VECTOR_BLOCK
            assign outData[i] = inData;
        end
    endgenerate
endmodule
module regFile #(
    parameter registerSize = 16,
    parameter registerQuantity = 4,
    parameter selectionBits = 2,  
    parameter vectorSize = 4)
(
    input clk, reset,
    input regWrEnSc, regWrEnVec,
    input [selectionBits-1:0] rSel1, rSel2,
    input [selectionBits-1:0] regToWrite,
    input [vectorSize-1:0] [registerSize-1:0] dataIn,
    output [vectorSize-1:0] [registerSize-1:0] operand1, operand2
);
    logic [registerSize-1:0] scalar_reg1Out, scalar_reg2Out;
    logic [vectorSize-1:0] [registerSize-1:0] vector_reg1Out, vector_reg2Out;
    logic [vectorSize-1:0] [registerSize-1:0] vectorized_scalar_reg1Out, vectorized_scalar_reg2Out;
    scalarRegisterFile #(registerSize, 16, selectionBits) scalarRegisters(
        .clk(clk), .reset(reset),
        .regWrEn(regWrEnSc), .rSel1(rSel1), .rSel2(rSel2),
        .regToWrite(regToWrite), .dataIn(dataIn[0]),  
        .reg1Out(scalar_reg1Out), .reg2Out(scalar_reg2Out)
    );
    vector_extender #(vectorSize, registerSize) scalar_reg1_extender(
        .inData(scalar_reg1Out), .outData(vectorized_scalar_reg1Out)
    );
    vector_extender #(vectorSize, registerSize) scalar_reg2_extender(
        .inData(scalar_reg2Out), .outData(vectorized_scalar_reg2Out)
    );
    vecRegisterFile #(
        registerSize, registerQuantity, selectionBits-1, vectorSize
    ) vectorialRegisters(
        .clk(clk), .reset(reset),
        .regWrEn(regWrEnVec), .rSel1(rSel1), .rSel2(rSel2), 
        .regToWrite(regToWrite), .regWriteData(dataIn),
        .reg1Out(vector_reg1Out), .reg2Out(vector_reg2Out)
    );
    assign operand1 = rSel1[selectionBits-2] ? vectorized_scalar_reg1Out : vector_reg1Out;
    assign operand2 = rSel2[selectionBits-2] ? vectorized_scalar_reg2Out : vector_reg2Out;
endmodule
module scalarRegisterFile #(
    parameter registerSize=16, 
    parameter registerQuantity=4,
    parameter selectionBits=2
) (
    input clk, reset,
    input regWrEn,
    input [selectionBits-1:0] rSel1, rSel2, regToWrite,
    input [registerSize-1:0] dataIn,
    output [registerSize-1:0] reg1Out, reg2Out
);
    logic [registerQuantity-1:0] reg_N_WrEn;
    logic [registerQuantity-1:0] [registerSize-1:0] reg_N_Out;
    logic_decoder #(.in(selectionBits), .out(registerQuantity)) regWrDecoder(
        .sel(regToWrite), .data_out(reg_N_WrEn)
    );
    generate
        genvar i;
        for (i = 0; i < registerQuantity; i = i + 1) begin: REGISTER_BLOCK
            register_en #(registerSize) r (
                .clk(clk), .reset(reset), .enable(reg_N_WrEn[i] & regWrEn),
                .data_in(dataIn), .data_out(reg_N_Out[i])
            );
        end
    endgenerate
    assign reg1Out = reg_N_Out[rSel1];
    assign reg2Out = reg_N_Out[rSel2];
endmodule
module vecRegisterFile #(
    parameter registerSize = 16,
    parameter registerQuantity = 4,
    parameter selectionBits = 2,
    parameter vectorSize = 4
) (
    input clk, reset,
    input regWrEn,
    input [selectionBits-1:0] rSel1, rSel2, regToWrite,
    input [vectorSize-1:0] [registerSize-1:0] regWriteData,
    output [vectorSize-1:0] [registerSize-1:0] reg1Out,
    output [vectorSize-1:0] [registerSize-1:0] reg2Out
);
    logic [registerQuantity-1:0] reg_N_WrEn;
    logic [registerQuantity-1:0] [vectorSize-1:0] [registerSize-1:0] reg_N_Out;
    logic_decoder #(.in(selectionBits), .out(registerQuantity)) regWrDecoder(
        .sel(regToWrite), .data_out(reg_N_WrEn)
    );
    generate
        genvar j;
        genvar i;
        for (j = 0; j < vectorSize; j = j + 1) begin: VECTOR_BLOCK
            for (i = 0; i < registerQuantity; i = i + 1) begin: REGISTER_BLOCK
                register #(registerSize) r (
                    .clk(clk & reg_N_WrEn[i] & regWrEn), .reset(reset),
                    .data_in(regWriteData[j]), .data_out(reg_N_Out[i][j])
                );
            end
        end
    endgenerate
    generate
        genvar k;
        for (k = 0; k < vectorSize; k = k + 1) begin: OUT_VECTOR_BLOCK
            assign reg1Out[k] = reg_N_Out[rSel1][k];
            assign reg2Out[k] = reg_N_Out[rSel2][k];
        end
    endgenerate
endmodule
</file>
==> flow_metrics.rpt <==
RUN METRICS
----------------------------------------------------
[Synthesis]
  Synth top area share ........................ 0.365
  Mean area per synthesized cell ........................ 9.63 sq um
  Cell variety after synth ........................ 15
  Yosys warning count ........................ 5
  Cells taking the most area after synthesis ........................ sky130_fd_sc_hd__dfrtp_1 (36%), sky130_fd_sc_hd__dfrtn_1 (18%), sky130_fd_sc_hd__a21oi_1 (15%), sky130_fd_sc_hd__nor2_1 (11%), sky130_fd_sc_hd__mux2_2 (8.2%)
  Area leader, netlist ........................ sky130_fd_sc_hd__dfrtp_1
  Synth Register Bits ........................ 96
  Count of mapped cells out of synthesis ........................ 456
  Post-synth design cell area ........................ 0.00439 sq mm
  Ys cells ........................ 456
  Chip area in the Yosys report ........................ 0.00439 sq mm
  Post-synth seq share ........................ 0.547

[Place]
  Post-placement cell area ........................ 0.00715 sq mm
  Placer congestion estimate ........................ 0.870
  Tally of buffers added on design ports ........................ 201
  Post-placement cell count ........................ 774
  Hpwl dp ........................ 10.6 mm

[Floorplanning]
  Io pins ........................ 202
  FP Util ........................ 0.526
  Height of the die ........................ 95.7 um
  Core Rows ........................ 33
  DIE WIDTH ........................ 95.7 um

[Outcome]
  First reported error ........................ [ERROR DPL-0036] Detailed placement failed.
  Stage where the run ended ........................ clock tree synthesis (4_1_cts)
  Status ........................ did not finish

[Clock network]
  CTS Hold Bufs ........................ 67
  Post-cts gate resize count ........................ 637
  Count of buffers added by post-CTS timing repair for setup ........................ 102

----------------------------------------------------
[logic make-up after synthesis]
kind of cell | synth area share
buffers and inverters | 0.0359
flip-flops | 0.547
AND-OR/OR-AND | 0.146
multiplexers | 0.155
AND/OR/NAND/NOR | 0.116
[cells in the mapped netlist]
| cell | n |
|---|---|
| sky130_fd_sc_hd__nor2_1 | 129 |
| sky130_fd_sc_hd__a21oi_1 | 128 |
| sky130_fd_sc_hd__dfrtp_1 | 64 |
| sky130_fd_sc_hd__dfrtn_1 | 32 |
| sky130_fd_sc_hd__mux2_2 | 32 |
| sky130_fd_sc_hd__mux2i_1 | 32 |
| sky130_fd_sc_hd__clkbuf_1 | 17 |
| sky130_fd_sc_hd__buf_1 | 11 |
| sky130_fd_sc_hd__buf_2 | 3 |
| sky130_fd_sc_hd__buf_4 | 3 |
| sky130_fd_sc_hd__buf_6 | 1 |
| sky130_fd_sc_hd__inv_1 | 1 |
| sky130_fd_sc_hd__nand2_1 | 1 |
| sky130_fd_sc_hd__nand3_2 | 1 |
| sky130_fd_sc_hd__nand3b_2 | 1 |
[metrics by stage]
step | utilization | setup WS, ns
3_5_place_dp | 0.857 | -1.03
3_3_place_gp | 0.857 | -0.997
2_1_floorplan | - | -0.677
