==> ./design.v <==
module register #
(
    parameter N = 16  
)
(
    input clk,
    input reset,
    input [N-1:0] data_in,
    output [N-1:0] data_out
);
    reg [N-1:0] my_register;  
    always @(posedge clk or posedge reset) begin
        if (reset) begin
            my_register <= 0;  
        end
        else begin
            my_register <= data_in;  
        end
    end
    assign data_out = my_register;  
endmodule
module alu #(
    parameter dataSize = 8
) (
    input logic [2:0] operation_select,
    input logic [dataSize-1:0] operand1, operand2,
    output logic [dataSize-1:0] result,
    output logic neg_flag, zero_flag
);
    logic [dataSize-1:0] sum_res, sub_res, mult_res, rshift_res, lshift_res, 
        xor_res, inc_res;
    assign sum_res = operand1 + operand2;
    assign sub_res = operand1 - operand2;
    assign mult_res = operand1 * operand2;
	 assign rshift_res = (operand1 >> (operand2 % 8)) | (operand1 << (8 - (operand2 % 8)));
    assign lshift_res = (operand1 << (operand2 % 8)) | (operand1 >> (8 - (operand2 % 8)));
    assign xor_res = operand1 ^ operand2;
    assign inc_res = operand1 + 4;
    assign result = operation_select == 3'b001 ? xor_res :
                    operation_select == 3'b010 ? sum_res :
                    operation_select == 3'b011 ? sub_res :
                    operation_select == 3'b100 ? mult_res :
                    operation_select == 3'b101 ? rshift_res :
                    operation_select == 3'b110 ? lshift_res :
                    operation_select == 3'b111 ? inc_res :
                    3'b0;
    assign zero_flag = result == 0;
    assign neg_flag = (operand1[dataSize-1] != result[dataSize-1]) && !zero_flag;
endmodule
module stage_execute #(
	parameter registerSize = 16,
	parameter vectorSize = 4
)
(
	input logic clk, reset, overwriteFlags,
    input logic [2:0] pcWrEn,
    input logic [2:0] ExecuteOp,
	input logic [vectorSize-1:0] [registerSize-1:0] vect1, vect2,
	output logic [vectorSize-1:0] [registerSize-1:0] vect_out,
    output logic pcWrEn_out
);
    logic [1:0] NZ_flags;
    logic [vectorSize-1:0] negativeFlags, zeroFlags;
    generate
        genvar i;
        for (i = 0; i < vectorSize; i = i + 1) begin : alu_block
            alu #(
                .dataSize(registerSize)
            ) alu (
                .operation_select(ExecuteOp), .operand1(vect1[i]),
                .operand2(vect2[i]), .result(vect_out[i]),
                .neg_flag(negativeFlags[i]), .zero_flag(zeroFlags[i])
            );
        end
    endgenerate
    register #(1) negative_flag_register (
        .clk(clk & overwriteFlags), .reset(reset),
        .data_in(|negativeFlags), .data_out(NZ_flags[0])
    );
    register #(1) zero_flag_register (
        .clk(clk & overwriteFlags), .reset(reset),
        .data_in(&zeroFlags), .data_out(NZ_flags[1])
    );
    assign pcWrEn_out = pcWrEn == 3'b100 ? ~NZ_flags[1] :
                        pcWrEn == 3'b010 ? NZ_flags[1] :
                        pcWrEn == 3'b001 ? NZ_flags[0] :
                        0;
endmodule
==> ./run.sh <==
#!/bin/bash
# OpenROAD 26Q1-2900-gdf79404cd8, Yosys 0.63+post, stock flow scripts
make -C /OpenROAD-flow-scripts/flow DESIGN_CONFIG=/design/flow/config.mk WORK_HOME=/design/flow/orfs finish
==> ./config.mk <==
export PLATFORM = sky130hd
export DESIGN_NAME = stage_execute
export DESIGN_NICKNAME = stage_execute
export VERILOG_FILES = /design/flow/design.v
export SDC_FILE = /design/flow/constraint.sdc
export NUM_CORES = 4
export LEC_CHECK = 1
export CORE_UTILIZATION = 50
==> ./constraint.sdc <==
current_design stage_execute

set clk_period 11.4
set clk_io_pct 0.2

create_clock -name clk0 -period $clk_period

set non_clock_inputs [all_inputs -no_clocks]
set_input_delay [expr $clk_period * $clk_io_pct] -clock clk0 $non_clock_inputs
set_output_delay [expr $clk_period * $clk_io_pct] -clock clk0 [all_outputs]
==> impl_results.rst <==
Run summary
-----------

.. list-table::
   :header-rows: 1

   * - Metric
     - Value
   * - Proportion of register bits with asynchronous set or reset after synthesis
     - 100.0%
   * - Count of flip-flops with a built-in enable after synthesis
     - 0
   * - Final Instance Area
     - ~39000 sq um
   * - Count of cells along the worst hold path
     - 3
   * - Cell count listed in synth_stat.txt
     - 4726
   * - Type of element launching the critical path
     - input pin
   * - Sw Ratio
     - 56.93%
   * - Core Box Area
     - around 70000 sq um
   * - Dominant flop cell
     - sky130_fd_sc_hd__dfrtp_1
   * - Average instance area after synthesis
     - between 7 and 8 sq um
   * - Max VDD drop
     - 0.1876 mV
   * - Crit-path leading delay family
     - adder cells
   * - DRC violations left
     - 0
   * - Pre-antenna DRT Iters
     - 8
   * - Count of max-cap constraint violations
     - 0
   * - Cell-internal power
     - 2.400 mW
   * - Power density normalized to cell area
     - 142.8 nW/um^2
   * - Share of post-route cells with drive strength above 1
     - under 10%
   * - Cell at the slowest stage of the critical path
     - sky130_fd_sc_hd__clkdlybuf4s50_1
   * - Warnings from Yosys
     - 1
   * - Chip footprint
     - 72390 sq um
   * - CP endpoint kind
     - output port
   * - Critical hold path startpoint
     - pcWrEn[0]
   * - Number of global-route vias before repair
     - 36076
   * - Post-Syn Instances
     - 4726
   * - Max-slew violations
     - 0
   * - Number of warnings in the stage logs
     - 96
   * - Setup ws final
     - 0.3275 ns
   * - Overall fraction of global-route tracks in use
     - a little over two fifths
   * - Library cell appearing most often on the critical path
     - sky130_fd_sc_hd__fa_1
   * - Die H
     - 269.0 um
   * - Crit path DAT
     - 8.79 ns
   * - Ordered cell list for the critical path
     - clkdlybuf4s50_1, buf_4, nand2_1, fa_1, fa_1, inv_1, ha_1, fa_1, ha_1, inv_1, fa_1, inv_1, ha_1, or3_1, a2111oi_0, nor3_1, and4b_1, o31ai_1, buf_4, o211a_1, a21oi_1, nor2_1, nor2_1, clkdlybuf4s50_1
   * - Buffer and inverter count on the worst path
     - 7
   * - Average detailed-routed wire length per instance
     - 26.35 um
   * - Remaining antenna violation count after routing
     - 0
   * - Post-Route Hold Slack
     - ~5.5 ns
   * - Count of final setup violators
     - 0
   * - Type of the most critical hold path
     - input pin to output port
   * - Number of hold violations in the final report
     - 0
   * - Total congestion overflow after global routing
     - 0
   * - Core Rows
     - approximately 97
   * - Actual transition at the worst max-transition pin
     - 0.9664 ns
   * - Endpoint of the worst hold path
     - pcWrEn_out
   * - Post-synthesis to final-layout area growth
     - 9.404%
   * - Type of the worst setup path
     - input pin to output port
   * - Initial antenna violation count
     - 4
   * - Maximum frequency from static timing analysis
     - 90.31 MHz
   * - Placed Area
     - 38980 sq um
   * - Area of combinational cells with multiple inputs
     - ~32000 sq um
   * - Die boundary width
     - 269.0 um
   * - Final weighted congestion in routability-driven placement
     - approximately 1.1
   * - First-pass GRT wire length
     - 226.6 mm
   * - Non-filler instance count after layout
     - 5704
   * - Total Negative Setup Slacks
     - 0 ns
   * - Number of synthesized register bits
     - 2
   * - Biggest cell delay along the critical path
     - 0.67 ns
   * - Static Leakage
     - 17.44 nW
   * - Routed WL
     - 150.3 mm
   * - Outcome
     - complete, no violations
   * - Fp util
     - between 50% and 60%
   * - Crit path required time
     - 9.12 ns
   * - Post-route fraction of the period consumed by the critical path
     - 97.13%
   * - Count of endpoints without a timing constraint
     - 2
   * - Time the final worst path needs with I/O delays and setup
     - around 11 ns
   * - Switch Pwr
     - approximately 3.2 mW
   * - Largest net degree at the start of global routing
     - 52
   * - DRT iter0 DRCs
     - 3937
   * - Total vias in the final route
     - 36819
   * - Top-level I/O count
     - 202
   * - Count of port buffers added during placement
     - roughly 200
   * - Yosys chip area
     - 35660 sq um
   * - Hpwl dp
     - approximately 110 mm
   * - Share of the yosys chip area belonging to registers
     - 0.1404%
   * - Register area
     - 50.05 sq um
   * - Worst slack at placement
     - 0.2233 ns
   * - Cell count after placement
     - approximately 5700
   * - Post-synthesis instance area
     - ~36000 sq um
   * - Number of buffers added to fix hold violations after cts
     - 0
   * - Distinct cells, synth
     - roughly 97
   * - Layout filler cell count
     - about 6800
   * - Slew margin rel.
     - a little over a third
   * - Unrepaired setup endpoints after global routing
     - false
   * - Via count normalized by instance count
     - 6.455
   * - Highest net fanout along the worst path
     - 21
   * - Number of register pins that no clock reaches
     - 2
==> layer usage <==
metal  vias up  wire length, um  global-route usage (%)
li1      16458                -                       -
met5         -              150                   1.554
met2      2359            64100                   63.04
met4        12             6881                   14.99
met1     17526            60410                   61.40
met3       464            18790                   14.89
==> flip-flops by register name, summed over array words and instances (netlist names) <==
| signal | cells |
|---|---|
| negative_flag_register.my_register | 1 |
| zero_flag_register.my_register | 1 |
==> worst min-delay path, delay by kind of cell <==
kind	cells	cell delay [ns]
AOI/OAI and AO/OA	1	0.09
buffers and inverters	2	0.88
==> timing repair <==
item	CTS	global route
resized	0	10
setup endpoints to repair	0	4
setup buffers	0	0
==> cells in the mapped netlist, types with 58 or more instances <==
| cell | instances | share of area (%) |
|---|---|---|
| sky130_fd_sc_hd__ha_1 | 328 | 12 |
| sky130_fd_sc_hd__mux2i_1 | 141 | 4.0 |
| sky130_fd_sc_hd__fa_1 | 328 | 18 |
| sky130_fd_sc_hd__a211oi_1 | 59 | 1.2 |
| sky130_fd_sc_hd__clkbuf_1 | 304 | 3.2 |
| sky130_fd_sc_hd__mux4_2 | 119 | 7.5 |
| sky130_fd_sc_hd__a21oi_1 | 242 | 3.4 |
| sky130_fd_sc_hd__mux2_2 | 58 | 1.8 |
| sky130_fd_sc_hd__nor2_1 | 372 | 3.9 |
| sky130_fd_sc_hd__xor2_1 | 62 | 1.5 |
| sky130_fd_sc_hd__xnor2_1 | 186 | 4.6 |
| sky130_fd_sc_hd__o21ai_0 | 188 | 2.6 |
| sky130_fd_sc_hd__and2_1 | 164 | 2.9 |
| sky130_fd_sc_hd__nand3_1 | 61 | 0.86 |
| sky130_fd_sc_hd__inv_1 | 592 | 6.2 |
| sky130_fd_sc_hd__nor3_1 | 89 | 1.2 |
| sky130_fd_sc_hd__nand2_1 | 460 | 4.8 |
| sky130_fd_sc_hd__o211ai_1 | 59 | 1.2 |
==> area by class of cell <==
cell class                 count  area share (%)
antenna                        1        0.006415
multi-input combinational   3733           81.68
sequential                     2          0.1283
timing repair buffer         419           9.314
inverter                     609           5.860
tap                          940           3.015
==> power by group through the flow <==
stage | Combinational, mW | Clock [mW] | Sequential, mW
4_1_cts | 5.51 | 0 | 0.000524
5_1_grt | 6.17 | 0 | 0.000523
==> placed cells by master, fill, tap and decap left out, types with 88 or more instances in the layout <==
master                            count
sky130_fd_sc_hd__a21oi_1            242
sky130_fd_sc_hd__and2_1             164
sky130_fd_sc_hd__buf_4              219
sky130_fd_sc_hd__clkdlybuf4s50_1    181
sky130_fd_sc_hd__fa_1               328
sky130_fd_sc_hd__ha_1               328
sky130_fd_sc_hd__inv_1              592
sky130_fd_sc_hd__mux2i_1            141
sky130_fd_sc_hd__mux4_2             119
sky130_fd_sc_hd__nand2_1            460
sky130_fd_sc_hd__nor2_1             369
sky130_fd_sc_hd__nor3_1              88
sky130_fd_sc_hd__o21ai_0            187
sky130_fd_sc_hd__xnor2_1            186
==> metrics by stage <==
step                utilization (%)  power, mW
floorplan                         -      3.846
global placement              55.48      5.471
detailed placement            55.48      5.452
CTS                           55.48      5.508
global route                  55.51      6.172
finish                        55.51      5.572
==> cell families after synthesis <==
group           count (synthesis)  synth area share [%]
compound gates               1095                 20.88
xor+xnor                      251                 6.281
fa+ha+maj                     656                 29.92
buf+inv                       991                 10.63
flops                           2                0.1404
mux                           321                 13.40
simple gates                 1410                 18.75
==> how the worst max path moves through the flow <==
stage,startpoint,end,cells past startpoint
CTS,vect2[49],vect_out[63],22
global route,vect2[3],vect_out[14],23
finish,vect1[5],vect_out[14],24
Power and IR drop assume default switching activity.
